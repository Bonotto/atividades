File: /design/flow/design.v
module SAD_4x8
#(parameter WIDTH = 8)
(
	input clk, rst, en,
	input [WIDTH-1:0]
		ori_0,
		ori_1,
		ori_2,
		ori_3,
		ori_4,
		ori_5,
		ori_6,
		ori_7,
		ori_8,
		ori_9,
		ori_10,
		ori_11,
		ori_12,
		ori_13,
		ori_14,
		ori_15,
		ori_16,
		ori_17,
		ori_18,
		ori_19,
		ori_20,
		ori_21,
		ori_22,
		ori_23,
		ori_24,
		ori_25,
		ori_26,
		ori_27,
		ori_28,
		ori_29,
		ori_30,
		ori_31,
		can_0,
		can_1,
		can_2,
		can_3,
		can_4,
		can_5,
		can_6,
		can_7,
		can_8,
		can_9,
		can_10,
		can_11,
		can_12,
		can_13,
		can_14,
		can_15,
		can_16,
		can_17,
		can_18,
		can_19,
		can_20,
		can_21,
		can_22,
		can_23,
		can_24,
		can_25,
		can_26,
		can_27,
		can_28,
		can_29,
		can_30,
		can_31,
	output [WIDTH+4:0] out_sad
 );
	reg [WIDTH-1:0] reg_ori_0,
					reg_ori_1,
					reg_ori_2,
					reg_ori_3,
					reg_ori_4,
					reg_ori_5,
					reg_ori_6,
					reg_ori_7,
					reg_ori_8,
					reg_ori_9,
					reg_ori_10,
					reg_ori_11,
					reg_ori_12,
					reg_ori_13,
					reg_ori_14,
					reg_ori_15,
					reg_ori_16,
					reg_ori_17,
					reg_ori_18,
					reg_ori_19,
					reg_ori_20,
					reg_ori_21,
					reg_ori_22,
					reg_ori_23,
					reg_ori_24,
					reg_ori_25,
					reg_ori_26,
					reg_ori_27,
					reg_ori_28,
					reg_ori_29,
					reg_ori_30,
					reg_ori_31,
					reg_can_0,
					reg_can_1,
					reg_can_2,
					reg_can_3,
					reg_can_4,
					reg_can_5,
					reg_can_6,
					reg_can_7,
					reg_can_8,
					reg_can_9,
					reg_can_10,
					reg_can_11,
					reg_can_12,
					reg_can_13,
					reg_can_14,
					reg_can_15,
					reg_can_16,
					reg_can_17,
					reg_can_18,
					reg_can_19,
					reg_can_20,
					reg_can_21,
					reg_can_22,
					reg_can_23,
					reg_can_24,
					reg_can_25,
					reg_can_26,
					reg_can_27,
					reg_can_28,
					reg_can_29,
					reg_can_30,
					reg_can_31;
	reg [WIDTH+4:0] reg_total_sum;
	reg reg_en;
	wire [WIDTH+4:0] sum;
	wire [WIDTH-1:0] abs_diff_0,
					 abs_diff_1,
					 abs_diff_2,
					 abs_diff_3,
					 abs_diff_4,
					 abs_diff_5,
					 abs_diff_6,
					 abs_diff_7,
					 abs_diff_8,
					 abs_diff_9,
		 			 abs_diff_10,
		 			 abs_diff_11,
		 			 abs_diff_12,
		 			 abs_diff_13,
					 abs_diff_14,
					 abs_diff_15,
					 abs_diff_16,
					 abs_diff_17,
					 abs_diff_18,
					 abs_diff_19,
					 abs_diff_20,
					 abs_diff_21,
					 abs_diff_22,
					 abs_diff_23,
					 abs_diff_24,
					 abs_diff_25,
					 abs_diff_26,
					 abs_diff_27,
					 abs_diff_28,
					 abs_diff_29,
					 abs_diff_30,
					 abs_diff_31;
	always @(posedge clk)
	begin
		if(rst)
		begin
			reg_ori_0 <= 0;
			reg_ori_1 <= 0;
			reg_ori_2 <= 0;
			reg_ori_3 <= 0;
			reg_ori_4 <= 0;
			reg_ori_5 <= 0;
			reg_ori_6 <= 0;
			reg_ori_7 <= 0;
			reg_ori_8 <= 0;
			reg_ori_9 <= 0;
			reg_ori_10 <= 0;
			reg_ori_11 <= 0;
			reg_ori_12 <= 0;
			reg_ori_13 <= 0;
			reg_ori_14 <= 0;
			reg_ori_15 <= 0;
			reg_ori_16 <= 0;
			reg_ori_17 <= 0;
			reg_ori_18 <= 0;
			reg_ori_19 <= 0;
			reg_ori_20 <= 0;
			reg_ori_21 <= 0;
			reg_ori_22 <= 0;
			reg_ori_23 <= 0;
			reg_ori_24 <= 0;
			reg_ori_25 <= 0;
			reg_ori_26 <= 0;
			reg_ori_27 <= 0;
			reg_ori_28 <= 0;
			reg_ori_29 <= 0;
			reg_ori_30 <= 0;
			reg_ori_31 <= 0;
			reg_can_0 <= 0;
			reg_can_1 <= 0;
			reg_can_2 <= 0;
			reg_can_3 <= 0;
			reg_can_4 <= 0;
			reg_can_5 <= 0;
			reg_can_6 <= 0;
			reg_can_7 <= 0;
			reg_can_8 <= 0;
			reg_can_9 <= 0;
			reg_can_10 <= 0;
			reg_can_11 <= 0;
			reg_can_12 <= 0;
			reg_can_13 <= 0;
			reg_can_14 <= 0;
			reg_can_15 <= 0;
			reg_can_16 <= 0;
			reg_can_17 <= 0;
			reg_can_18 <= 0;
			reg_can_19 <= 0;
			reg_can_20 <= 0;
			reg_can_21 <= 0;
			reg_can_22 <= 0;
			reg_can_23 <= 0;
			reg_can_24 <= 0;
			reg_can_25 <= 0;
			reg_can_26 <= 0;
			reg_can_27 <= 0;
			reg_can_28 <= 0;
			reg_can_29 <= 0;
			reg_can_30 <= 0;
			reg_can_31 <= 0;
			reg_en <= 0;			
		end
		else
		begin
			if(en)
			begin
				reg_ori_0 <= ori_0;
				reg_ori_1 <= ori_1;
				reg_ori_2 <= ori_2;
				reg_ori_3 <= ori_3;
				reg_ori_4 <= ori_4;
				reg_ori_5 <= ori_5;
				reg_ori_6 <= ori_6;
				reg_ori_7 <= ori_7;
				reg_ori_8 <= ori_8;
				reg_ori_9 <= ori_9;
				reg_ori_10 <= ori_10;
				reg_ori_11 <= ori_11;
				reg_ori_12 <= ori_12;
				reg_ori_13 <= ori_13;
				reg_ori_14 <= ori_14;
				reg_ori_15 <= ori_15;
				reg_ori_16 <= ori_16;
				reg_ori_17 <= ori_17;
				reg_ori_18 <= ori_18;
				reg_ori_19 <= ori_19;
				reg_ori_20 <= ori_20;
				reg_ori_21 <= ori_21;
				reg_ori_22 <= ori_22;
				reg_ori_23 <= ori_23;
				reg_ori_24 <= ori_24;
				reg_ori_25 <= ori_25;
				reg_ori_26 <= ori_26;
				reg_ori_27 <= ori_27;
				reg_ori_28 <= ori_28;
				reg_ori_29 <= ori_29;
				reg_ori_30 <= ori_30;
				reg_ori_31 <= ori_31;
				reg_can_0 <= can_0;
				reg_can_1 <= can_1;
				reg_can_2 <= can_2;
				reg_can_3 <= can_3;
				reg_can_4 <= can_4;
				reg_can_5 <= can_5;
				reg_can_6 <= can_6;
				reg_can_7 <= can_7;
				reg_can_8 <= can_8;
				reg_can_9 <= can_9;
				reg_can_10 <= can_10;
				reg_can_11 <= can_11;
				reg_can_12 <= can_12;
				reg_can_13 <= can_13;
				reg_can_14 <= can_14;
				reg_can_15 <= can_15;
				reg_can_16 <= can_16;
				reg_can_17 <= can_17;
				reg_can_18 <= can_18;
				reg_can_19 <= can_19;
				reg_can_20 <= can_20;
				reg_can_21 <= can_21;
				reg_can_22 <= can_22;
				reg_can_23 <= can_23;
				reg_can_24 <= can_24;
				reg_can_25 <= can_25;
				reg_can_26 <= can_26;
				reg_can_27 <= can_27;
				reg_can_28 <= can_28;
				reg_can_29 <= can_29;
				reg_can_30 <= can_30;
				reg_can_31 <= can_31;
			end
			reg_en <= en;
		end
	end
	abs_difference #(WIDTH) b_abs_diff_0 (reg_ori_0, reg_can_0, abs_diff_0);
	abs_difference #(WIDTH) b_abs_diff_1 (reg_ori_1, reg_can_1, abs_diff_1);
	abs_difference #(WIDTH) b_abs_diff_2 (reg_ori_2, reg_can_2, abs_diff_2);
	abs_difference #(WIDTH) b_abs_diff_3 (reg_ori_3, reg_can_3, abs_diff_3);
	abs_difference #(WIDTH) b_abs_diff_4 (reg_ori_4, reg_can_4, abs_diff_4);
	abs_difference #(WIDTH) b_abs_diff_5 (reg_ori_5, reg_can_5, abs_diff_5);
	abs_difference #(WIDTH) b_abs_diff_6 (reg_ori_6, reg_can_6, abs_diff_6);
	abs_difference #(WIDTH) b_abs_diff_7 (reg_ori_7, reg_can_7, abs_diff_7);
	abs_difference #(WIDTH) b_abs_diff_8 (reg_ori_8, reg_can_8, abs_diff_8);
	abs_difference #(WIDTH) b_abs_diff_9 (reg_ori_9, reg_can_9, abs_diff_9);
	abs_difference #(WIDTH) b_abs_diff_10 (reg_ori_10, reg_can_10, abs_diff_10);
	abs_difference #(WIDTH) b_abs_diff_11 (reg_ori_11, reg_can_11, abs_diff_11);
	abs_difference #(WIDTH) b_abs_diff_12 (reg_ori_12, reg_can_12, abs_diff_12);
	abs_difference #(WIDTH) b_abs_diff_13 (reg_ori_13, reg_can_13, abs_diff_13);
	abs_difference #(WIDTH) b_abs_diff_14 (reg_ori_14, reg_can_14, abs_diff_14);
	abs_difference #(WIDTH) b_abs_diff_15 (reg_ori_15, reg_can_15, abs_diff_15);
	abs_difference #(WIDTH) b_abs_diff_16 (reg_ori_16, reg_can_16, abs_diff_16);
	abs_difference #(WIDTH) b_abs_diff_17 (reg_ori_17, reg_can_17, abs_diff_17);
	abs_difference #(WIDTH) b_abs_diff_18 (reg_ori_18, reg_can_18, abs_diff_18);
	abs_difference #(WIDTH) b_abs_diff_19 (reg_ori_19, reg_can_19, abs_diff_19);
	abs_difference #(WIDTH) b_abs_diff_20 (reg_ori_20, reg_can_20, abs_diff_20);
	abs_difference #(WIDTH) b_abs_diff_21 (reg_ori_21, reg_can_21, abs_diff_21);
	abs_difference #(WIDTH) b_abs_diff_22 (reg_ori_22, reg_can_22, abs_diff_22);
	abs_difference #(WIDTH) b_abs_diff_23 (reg_ori_23, reg_can_23, abs_diff_23);
	abs_difference #(WIDTH) b_abs_diff_24 (reg_ori_24, reg_can_24, abs_diff_24);
	abs_difference #(WIDTH) b_abs_diff_25 (reg_ori_25, reg_can_25, abs_diff_25);
	abs_difference #(WIDTH) b_abs_diff_26 (reg_ori_26, reg_can_26, abs_diff_26);
	abs_difference #(WIDTH) b_abs_diff_27 (reg_ori_27, reg_can_27, abs_diff_27);
	abs_difference #(WIDTH) b_abs_diff_28 (reg_ori_28, reg_can_28, abs_diff_28);
	abs_difference #(WIDTH) b_abs_diff_29 (reg_ori_29, reg_can_29, abs_diff_29);
	abs_difference #(WIDTH) b_abs_diff_30 (reg_ori_30, reg_can_30, abs_diff_30);
	abs_difference #(WIDTH) b_abs_diff_31 (reg_ori_31, reg_can_31, abs_diff_31);
	assign sum = abs_diff_0 +
				 abs_diff_1 +
				 abs_diff_2 +
				 abs_diff_3 +
				 abs_diff_4 +
				 abs_diff_5 +
				 abs_diff_6 +
				 abs_diff_7 +
				 abs_diff_8 +
				 abs_diff_9 +
				 abs_diff_10 +
				 abs_diff_11 +
				 abs_diff_12 +
				 abs_diff_13 +
				 abs_diff_14 +
				 abs_diff_15 +
				 abs_diff_16 +
				 abs_diff_17 +
				 abs_diff_18 +
				 abs_diff_19 +
				 abs_diff_20 +
				 abs_diff_21 +
				 abs_diff_22 +
				 abs_diff_23 +
				 abs_diff_24 +
				 abs_diff_25 +
				 abs_diff_26 +
				 abs_diff_27 +
				 abs_diff_28 +
				 abs_diff_29 +
				 abs_diff_30 +
				 abs_diff_31;
	always @(posedge clk)
	begin
		if(rst)
		begin
			reg_total_sum <= 0;
		end
		else
		begin
			if(reg_en)
				reg_total_sum <= sum;
		end
	end
	assign out_sad = reg_total_sum;
endmodule
module abs_difference
#(parameter WIDTH = 8)
(ori, can, abs);
	input [WIDTH-1:0] ori, can;
	wire signed[WIDTH:0] neg1, neg2;
	output  [WIDTH-1:0] abs;
	assign neg1 = ori - can;
	assign neg2 = can - ori;
	assign abs = (neg1 < 0)? neg2[7:0] : neg1[7:0];
endmodule	
module control
(
	input  clk, rst, init, ack,
 	output en, done, rst_sad
);
	reg [3:0] state;
	reg reg_en, reg_done, reg_rst_sad;
	parameter INIT = 0, LOAD = 1, CALC = 2, DONE = 3;
	always @(state)
	begin
		case(state)
			INIT:
			begin
				reg_rst_sad = 1;
				reg_done = 0;
				reg_en = 0;
			end
			LOAD:
			begin
				reg_rst_sad = 0;
				reg_done = 0;
				reg_en = 1;
			end
			CALC:
			begin
				reg_rst_sad = 0;
				reg_done = 0;
				reg_en = 0;
			end
			DONE:
			begin
				reg_rst_sad = 0;
				reg_done = 1;
				reg_en = 0;
			end
		endcase
	end
	always @(posedge clk or posedge rst)
	begin
		if(rst)
			state <= INIT;
		else
		begin
			case(state)
				INIT:
				begin
					if(init)
						state <= LOAD;
					else
						state <= INIT;
				end
				LOAD:
				begin
					state <= CALC;
				end
				CALC:
				begin
					state <= DONE;
				end
				DONE:
				begin
					if(ack)
						state <= INIT;
					else
						state <= DONE;
				end
			endcase
		end
	end
	assign rst_sad = reg_rst_sad;
	assign en = reg_en;
	assign done = reg_done;
endmodule
module top_level
#(parameter WIDTH = 8)
(
	input clk, rst, init, ack,
	input [WIDTH-1:0]
		ori_0,
		ori_1,
		ori_2,
		ori_3,
		ori_4,
		ori_5,
		ori_6,
		ori_7,
		ori_8,
		ori_9,
		ori_10,
		ori_11,
		ori_12,
		ori_13,
		ori_14,
		ori_15,
		ori_16,
		ori_17,
		ori_18,
		ori_19,
		ori_20,
		ori_21,
		ori_22,
		ori_23,
		ori_24,
		ori_25,
		ori_26,
		ori_27,
		ori_28,
		ori_29,
		ori_30,
		ori_31,
		can_0,
		can_1,
		can_2,
		can_3,
		can_4,
		can_5,
		can_6,
		can_7,
		can_8,
		can_9,
		can_10,
		can_11,
		can_12,
		can_13,
		can_14,
		can_15,
		can_16,
		can_17,
		can_18,
		can_19,
		can_20,
		can_21,
		can_22,
		can_23,
		can_24,
		can_25,
		can_26,
		can_27,
		can_28,
		can_29,
		can_30,
		can_31,
	output done,
	output [WIDTH+4:0] out_sad
	);
	reg [WIDTH-1:0] reg_ori_0,
					reg_ori_1,
					reg_ori_2,
					reg_ori_3,
					reg_ori_4,
					reg_ori_5,
					reg_ori_6,
					reg_ori_7,
					reg_ori_8,
					reg_ori_9,
					reg_ori_10,
					reg_ori_11,
					reg_ori_12,
					reg_ori_13,
					reg_ori_14,
					reg_ori_15,
					reg_ori_16,
					reg_ori_17,
					reg_ori_18,
					reg_ori_19,
					reg_ori_20,
					reg_ori_21,
					reg_ori_22,
					reg_ori_23,
					reg_ori_24,
					reg_ori_25,
					reg_ori_26,
					reg_ori_27,
					reg_ori_28,
					reg_ori_29,
					reg_ori_30,
					reg_ori_31,
					reg_can_0,
					reg_can_1,
					reg_can_2,
					reg_can_3,
					reg_can_4,
					reg_can_5,
					reg_can_6,
					reg_can_7,
					reg_can_8,
					reg_can_9,
					reg_can_10,
					reg_can_11,
					reg_can_12,
					reg_can_13,
					reg_can_14,
					reg_can_15,
					reg_can_16,
					reg_can_17,
					reg_can_18,
					reg_can_19,
					reg_can_20,
					reg_can_21,
					reg_can_22,
					reg_can_23,
					reg_can_24,
					reg_can_25,
					reg_can_26,
					reg_can_27,
					reg_can_28,
					reg_can_29,
					reg_can_30,
					reg_can_31;
	wire rst_regs, en;
	control b_control(
		.clk(clk),
		.rst(rst),
		.init(init),
		.ack(ack),
		.en(en),
		.done(done),
		.rst_sad(rst_regs)
		);
	SAD_4x8 b_SAD_4x8(
		.clk(clk),
		.rst(rst_regs),
		.en(en),
		.ori_0(ori_0),
		.ori_1(ori_1),
		.ori_2(ori_2),
		.ori_3(ori_3),
		.ori_4(ori_4),
		.ori_5(ori_5),
		.ori_6(ori_6),
		.ori_7(ori_7),
		.ori_8(ori_8),
		.ori_9(ori_9),
		.ori_10(ori_10),
		.ori_11(ori_11),
		.ori_12(ori_12),
		.ori_13(ori_13),
		.ori_14(ori_14),
		.ori_15(ori_15),
		.ori_16(ori_16),
		.ori_17(ori_17),
		.ori_18(ori_18),
		.ori_19(ori_19),
		.ori_20(ori_20),
		.ori_21(ori_21),
		.ori_22(ori_22),
		.ori_23(ori_23),
		.ori_24(ori_24),
		.ori_25(ori_25),
		.ori_26(ori_26),
		.ori_27(ori_27),
		.ori_28(ori_28),
		.ori_29(ori_29),
		.ori_30(ori_30),
		.ori_31(ori_31),
		.can_0(can_0),
		.can_1(can_1),
		.can_2(can_2),
		.can_3(can_3),
		.can_4(can_4),
		.can_5(can_5),
		.can_6(can_6),
		.can_7(can_7),
		.can_8(can_8),
		.can_9(can_9),
		.can_10(can_10),
		.can_11(can_11),
		.can_12(can_12),
		.can_13(can_13),
		.can_14(can_14),
		.can_15(can_15),
		.can_16(can_16),
		.can_17(can_17),
		.can_18(can_18),
		.can_19(can_19),
		.can_20(can_20),
		.can_21(can_21),
		.can_22(can_22),
		.can_23(can_23),
		.can_24(can_24),
		.can_25(can_25),
		.can_26(can_26),
		.can_27(can_27),
		.can_28(can_28),
		.can_29(can_29),
		.can_30(can_30),
		.can_31(can_31),
		.out_sad(out_sad)
		);
endmodule
File: /design/flow/config.mk
export PLATFORM = sky130hd
export DESIGN_NAME = top_level
export DESIGN_NICKNAME = top_level
export VERILOG_FILES = /design/flow/design.v
export SDC_FILE = /design/flow/constraint.sdc
export NUM_CORES = 4
export LEC_CHECK = 1
export CORE_UTILIZATION = 30
File: /design/flow/run.sh
#!/bin/bash
# OpenROAD 26Q1-2900-gdf79404cd8, Yosys 0.63+post, stock flow scripts
make -C /OpenROAD-flow-scripts/flow DESIGN_CONFIG=/design/flow/config.mk WORK_HOME=/design/flow/orfs finish
File: /design/flow/constraint.sdc
current_design top_level

set clk_period 14.5
set clk_io_pct 0.2

create_clock -name clk0 -period $clk_period [get_ports {clk}]

set non_clock_inputs [all_inputs -no_clocks]
set_input_delay [expr $clk_period * $clk_io_pct] -clock clk0 $non_clock_inputs
set_output_delay [expr $clk_period * $clk_io_pct] -clock clk0 [all_outputs]
==> impl_metrics.sql <==
-- generated from flow reports
INSERT INTO impl_metrics (metric_group, metric, value, unit) VALUES
('die', 'design.core.area', '148000', 'µm²'),
('finish', 'utilization', '37.1', '%'),
('sta', 'min_period', '9540', 'ps'),
('status', 'outcome', 'complete, no violations', ''),
('sta', 'tightestPinTransition', '882', 'ps'),
('drt', 'final_antenna_net_count', '0', ''),
('global_route', 'grt_max_degree', '75', ''),
('die', 'fp_util', '30.4', '%'),
('sta', 'rsz_0062_raised_after_global_routing', 'false', ''),
('sta', 'hold_viol', '0', ''),
('min_path', 'min-delay-path-class', 'reg2reg', ''),
('cts', 'latest_clock_arrival_within_the_worst_skew_pair', '670', 'ps'),
('pwr', 'report.power.total', '9.56', 'mW'),
('drt', 'wire_per_inst', '17.8', 'µm'),
('cts', 'library_cell_used_as_clock_root_buffer', 'clkbuf_16', ''),
('finish', 'final.fill_count', '14600', ''),
('sta', 'holdWs', '414', 'ps'),
('logic_synthesis', 'yosysWarningCount', '2', ''),
('sta', 'finalSetupViolations', '0', ''),
('pwr', 'p_comb_share', '63.7', '%'),
('logic_synthesis', 'netlist-cell-type-count', '69', ''),
('worst_setup_path', 'timing.critical_path.mode_cell', 'fa_1', ''),
('finish', 'largest_register_ff_count', '13', ''),
('logic_synthesis', 'ys_top_cells_by_area', 'dfxtp_1 23%, ha_1 15%, mux2i_1 14%, fa_1 13%, inv_1 6.8%', ''),
('pwr', 'pwr-share-seq', '16.0', '%'),
('logic_synthesis', 'synthesis.instances', '4902', ''),
('logic_synthesis', 'synth_area', '45000', 'µm²'),
('worst_setup_path', 'critical_path.startpoint_type', 'flop', ''),
('pwr', 'p_sw', '4.20', 'mW'),
('drt', 'drtIter0Drc', '1419', ''),
('die', 'overall_die_height', '389', 'µm'),
('drt', 'dr_total_vias', '33500', ''),
('logic_synthesis', 'ys_async_sr_fraction', '0.750', '%'),
('worst_setup_path', 'worst_ep_arrival_time', '10050', 'ps'),
('cts', 'tritoncts.num_buffers', '71', ''),
('logic_synthesis', 'synth_chip_area', '45000', 'µm²'),
('logic_synthesis', 'ys_cells', '4902', ''),
('sta', 'fmax', '105', 'MHz'),
('cts', 'cts_tree', 'yes', ''),
('pwr', 'p_leak', '21.2', 'nW'),
('job', 'openroad.warnings', '249', ''),
('logic_synthesis', 'synth-edff-count', '0', ''),
('sta', 'totalNegativeSetupSlack', '0', 'ps'),
('logic_synthesis', 'synth_area_leader_cell', 'dfxtp_1', ''),
('job', 'max-cap-violations', '0', ''),
('cts', 'holdBufCountCts', '0', ''),
('die', 'total_die_size', '152000', 'µm²'),
('logic_synthesis', 'synth_largest_type_area_fraction', '23.4', '%'),
('cts', 'postCtsResizedCells', '0', ''),
('worst_setup_path', 'critPathMaxFanout', '9', ''),
('worst_setup_path', 'cp_slowest_stage_delay', '710', 'ps'),
('cts', 'cts.reportedPaths.clkPinSlew', '60', 'ps'),
('worst_setup_path', 'setup.worst_path.end_class', 'flop', ''),
('global_route', 'grt_antenna_before_repair', '16', ''),
('global_route', 'first_global_vias', '33400', ''),
('finish', 'largest-register', 'b_SAD_4x8.reg_total_sum', ''),
('pwr', 'p_sw_share', '43.9', '%'),
('sta', 'unclocked_pins', '3', ''),
('pwr', 'power.density_cell_area', '174', 'nW/µm²'),
('sta', 'number_of_unconstrained_endpoints', '5', ''),
('worst_setup_path', 'critical_path_class', 'reg2reg', ''),
('cts', 'cts_setup_buffers', '0', ''),
('drt', 'post-route-drc-count', '0', ''),
('placement', 'gp_congestion', '0.889', ''),
('cts', 'cts_buffer_depth', '3', ''),
('sta', 'maxSlewViolCount', '0', ''),
('die', 'die_width', '389', 'µm'),
('worst_setup_path', 'cell_with_the_largest_stage_delay_on_the_worst_path', 'o21bai_1', ''),
('sta', 'period_used_share', '65.8', '%'),
('cts', 'htree_levels', '3', '');
## per-layer routing
metal,GRT usage (%),wire length [µm],up-vias
met5,0,101,-
met4,3.88,3260,20
met3,4.90,8300,154
met2,28.7,62100,601
met1,24.1,58300,15500
li1,-,-,17200
## cells by family after synthesis
family | count (synthesis) | share of synthesized area, %
buf+inv | 968 | 8.16
xor+xnor | 199 | 3.87
fa+ha+maj | 816 | 27.5
latches | 3 | 0.100
simple gates | 866 | 8.32
compound gates | 808 | 12.4
flops | 530 | 23.6
mux | 712 | 16.0
## stage by stage
step	worst slack [ps]	cell area, µm²	std cells
final	4960	55000	7435
after global routing	4410	55000	7432
after CTS	4910	55000	7429
after detailed placement	4980	52400	7301
after global placement	4970	52400	7301
after floorplan	5730	45000	4902
## Yosys cell counts (all sizes together) (36+ instances only)
master / count
inv: 816
xor2: 69
nor2b: 56
mux2i: 646
a21oi: 255
mux2: 66
xnor2: 130
fa: 292
a221oi: 37
nor2: 587
and2: 36
nand2: 59
a21o: 126
o21ai: 138
clkbuf: 89
buf: 63
ha: 524
dfxtp: 526
o21bai: 76
nor3: 46
## final timing paths
path                                              from                          end  slack, ps  cells after the start
max in group asynchronous                          rst           b_control.state[0]      11840                      2
min in group asynchronous                          rst           b_control.state[3]       2420                      2
worst min-delay path                b_control.state[2]           b_control.state[1]        410                      0
worst min register to register      b_control.state[2]           b_control.state[1]        410                      0
worst max register to register  b_SAD_4x8.reg_ori_0[0]  b_SAD_4x8.reg_total_sum[11]       4960                     31
worst max-delay path            b_SAD_4x8.reg_ori_0[0]  b_SAD_4x8.reg_total_sum[11]       4960                     31
## area by class of cell
cell class                 instances  area [µm²]  share of cell area [%]
timing repair buffer             549        5450                    9.90
inverter                         816        3060                    5.57
sequential                       533       10700                    19.4
clock inverter                    33         536                   0.974
antenna                            6        15.0                  0.0273
tap                             2002        2500                    4.56
multi-input combinational       3401       30700                    55.8
clock buffer                      95        2040                    3.71
## placed cells by master, fill, tap and decap left out, types with 7 or more instances in the layout
master,count
a22oi_1,10
o21ai_1,16
nand2b_1,24
o21ai_0,120
and3_1,29
buf_4,20
and2_1,36
clkbuf_8,11
clkinv_2,9
xor2_1,69
a221oi_1,26
bufinv_16,13
fa_1,292
mux2_2,63
ha_1,524
nor2_1,585
nand4_1,8
o221ai_1,11
o21bai_1,76
nand2_1,59
clkdlybuf4s50_1,529
nor2b_1,56
mux2i_1,646
a211o_1,15
clkbuf_16,74
a31oi_1,21
a21o_1,126
nor3_1,46
a21oi_1,250
o211ai_1,7
a221oi_4,11
inv_1,816
dfxtp_1,526
a2111oi_0,17
a32o_1,8
o31ai_1,8
xnor2_1,130
clkbuf_1,10
o21a_1,20
a211oi_1,11
## critical path, delay by kind of cell, from the launching register on
| kind | cells | cell delay [ps] |
|---|---|---|
| adders and majority gates | 12 | 5290 |
| xor gates and xnor gates | 2 | 290 |
| muxes | 1 | 460 |
| DFF | 1 | 350 |
| AOI/OAI and AO/OA | 11 | 2660 |
| buffers and inverters | 5 | 300 |
## power groups by stage
stage	logic [mW]	registers (mW)	clock network, mW
after CTS	6.23	1.53	2.01
final	6.09	1.53	1.95
after global routing	7.02	1.53	2.06
Power and IR drop assume default switching activity.
