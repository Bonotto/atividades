`flow/run.sh`:
```
#!/bin/bash
# OpenROAD 26Q1-2900-gdf79404cd8, Yosys 0.63+post, stock flow scripts
make -C /OpenROAD-flow-scripts/flow DESIGN_CONFIG=/design/flow/config.mk WORK_HOME=/design/flow/orfs finish
```
`flow/config.mk`:
```
export PLATFORM = sky130hd
export DESIGN_NAME = absolute
export DESIGN_NICKNAME = absolute
export VERILOG_FILES = /design/flow/design.v
export SDC_FILE = /design/flow/constraint.sdc
export NUM_CORES = 4
export LEC_CHECK = 1
export CORE_AREA = 10 10 70 70
export DIE_AREA = 0 0 80 80
```
`flow/constraint.sdc`:
```
current_design absolute

set clk_period 4.6
set clk_io_pct 0.2

create_clock -name clk0 -period $clk_period

set non_clock_inputs [all_inputs -no_clocks]
set_input_delay [expr $clk_period * $clk_io_pct] -clock clk0 $non_clock_inputs
set_output_delay [expr $clk_period * $clk_io_pct] -clock clk0 [all_outputs]
```
`flow/design.v`:
```
module absolute
#(parameter WIDTH=13)
(
	in,abs
 );
	input signed[WIDTH-1:0] in;
	wire signed[WIDTH-1:0] neg;
	output  [WIDTH-1:0] abs;
	assign neg = -in;
	assign abs = (in < 0)? neg : in;
endmodule	
```
==> summary.txt <==
flow finished, numbers: DRT Wirelength=1.07 mm, area grow syn2layout=110%, synth top area cells=xnor2_1, o31ai_1, o41ai_4, crit start category=input pin, hold path startpoint=in[0], FP Rows=21, Worst EP required=3680 ps, gr ovfl total=0, Top-area cell share=0.318, most common cell in the netlist=xnor2_1, crit path kind=input pin to primary output, Netlist cell types=18, total number of vias=335, Fin Setup TNS=0 ps, Final Hold Slack=2730 ps, cycle use final=0.859, layout cells sized above 1=0.0690, leading area contributor after synthesis=xnor2_1, DRC=0, Port Buffers=26, top cells by count, synth=xnor2_1, o31ai_1, Die X-Extent=80 um, Tmin final=3950 ps, Min-Delay Path Class=input pin to primary output, initial DRC count=7, Clk pwr share=0, Pint=0.0368 mW, Switching Power=0.0170 mW, most frequent CP cell=clkdlybuf4s50_1, pre-CTS setup slack=638 ps, final setup margin=647 ps, outcome=completed, first-pass GRT wire length=1.73 mm, Sequential Power Share=0, sw frac=0.315, YS warnings=0, Final setup viols=0, crit end category=primary output, synthesized area=275 sq um, Placer Congestion=0.763, number of max-cap violations=0, PD cells=93.3 nW/um^2, CLK BUF=0, # hold bufs at CTS=0, ys cells=35, Logic pwr share=1.000, worst path cell trace=clkdlybuf4s50_1 -> inv_1 -> ha_1 -> or3b_2 -> o31ai_1 -> xnor2_1 -> clkdlybuf4s50_1, Crit path largest cell delay=510 ps, Reg area=0 sq um, Seq share, synth=0, Data arrival, critical path=3030 ps, chip area=6400 sq um, critical path buffer and inverter count=3, Design Power=0.0538 mW, Slew HR=0.648, sequential cell count=0, Max Slew Vio Count=0, FP Core Util=0.0806, Leak=0.182 nW, Syn Area/Cell=7.86 sq um, die height=80 um, WL per Instance=10.3 um, CP Max Fanout=5, post-DR vias/cell=3.22, CP top delay family=buffers and inverters, YS chip area=275 sq um, Worst Setup SP=in[0], number of global-route vias before repair=364, Peak VDD IR=0.0419 mV, Log Warnings=32, Slew @ Worst Pin=526 ps, Gate Count Post-Synth=35, number of antenna-violating nets in the routed design=0, unrepaired setup endpoints after global routing=no, Ports=26, initial antenna violation count=0, postcts setup bufs=0, Final Hold Viols=0, GR Util All Layers=0.0323, slowest CP cell=or3b_2, n_diodes=0, core region area=3420 sq um, Pre-antenna DRT Iters=4, largest net degree at the start of global routing=14, Fmax achieved=253 MHz, Post-CTS Resized=0
## cells in the final DEF (no fill, tap or decap)
cell type        Yosys  routed
or4_1                1       1
o31ai_1              4       4
ha_1                 1       1
xnor2_1             10      10
nor4_1               1       1
o41ai_4              1       1
o21ai_1              2       2
nand2b_1             2       2
clkdlybuf4s50_1      0      26
o31ai_2              1       1
nand2_1              2       2
o21ai_0              1       1
or4_4                1       1
inv_1                2       2
or3b_2               1       1
or3_1                2       2
## cell families (layout without fill, tap and decap cells)
family | Yosys count | count (layout) | synth area share
AND/OR/NAND/NOR | 10 | 10 | 0.241
AND-OR/OR-AND | 9 | 9 | 0.309
buffers and inverters | 5 | 28 | 0.0864
XOR/XNOR | 10 | 10 | 0.318
adder cells (fa/ha/maj) | 1 | 1 | 0.0454
## path summary, 6_finish.rpt
kind | to | slack [ps] | cells past startpoint
setup / recovery | abs[8] | 650 | 7
hold / removal | abs[0] | 2730 | 2
## final cells by class
| type | count | area (sq um) |
|---|---|---|
| multi-input combinational | 30 | 251 |
| tap | 46 | 57.6 |
| inverter | 2 | 7.51 |
| fill | 396 | 2840 |
| timing repair buffer | 26 | 260 |
## per-stage QoR
step	util	instances	instance area [sq um]
2_1_floorplan	-	35	275
3_3_place_gp	0.169	104	577
3_5_place_dp	0.169	104	577
4_1_cts	0.169	104	577
5_1_grt	0.169	104	577
6_report	0.169	104	577
## power groups by stage
stage     sequential (mW)  clock (mW)  combinational, mW
6_report                0           0             0.0538
4_1_cts                 0           0             0.0548
5_1_grt                 0           0             0.0594
## routing by layer
layer	up-vias	global-route usage	share of wire
met5	-	0	0
met1	137	0.0494	0.54
met4	0	0	0
met2	24	0.0369	0.25
met3	0	0.0216	0.21
li1	174	-	-
No activity file was given, so power comes from the tool's default toggle rates.
