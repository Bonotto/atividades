==> design.v <==
module absolute_diff
#(parameter WIDTH=13)
(
	a,b,abs
 );
	input [WIDTH-1:0] a, b;
	wire signed[WIDTH:0] neg1, neg2;
	output  [WIDTH:0] abs;
	assign neg1 = a-b;
	assign neg2 = b-a;
	assign abs = (neg1 < 0)? neg2 : neg1;
endmodule	
module afd
#(parameter WIDTH=8)
(
 clk, rst, en, acum, a0,b0,a1,b1,
 out_afd
);
 	input clk, rst, en, acum;
	input [WIDTH-1:0] a0,b0,a1,b1;
	reg [WIDTH-1:0] reg_a0, reg_b0, reg_a1, reg_b1;
	reg reg_en_IN, reg_acum_IN;
	wire [WIDTH:0] abs0, abs1;
	wire [WIDTH+1:0] sum;
 	reg [WIDTH+4:0] reg_summation;
	output [WIDTH+7:0] out_afd;
	always @(posedge clk) 
	begin
		if(rst) 
		begin		
			reg_a0 <= 0;
			reg_b0 <= 0;
			reg_a1 <= 0;
			reg_b1 <= 0;
			reg_en_IN<=0;
			reg_acum_IN<=0;	
		end
		else 
		begin
			if( en )
			begin
				reg_a0 <= a0;
				reg_b0 <= b0;
				reg_a1 <= a1;
				reg_b1 <= b1;
				reg_acum_IN<=acum;
			end
				reg_en_IN<=en;
		end
	end
	absolute_diff #(WIDTH) b_abs0 (reg_a0, reg_b0, abs0);
	absolute_diff #(WIDTH) b_abs1 (reg_a1, reg_b1, abs1);
	assign sum = abs0 + abs1;
	always @(posedge clk) begin
		if(rst) 
		begin
			reg_summation = 0;
		end
		else 
		begin	
			if(reg_en_IN)
			begin
				if(reg_acum_IN)
					reg_summation = reg_summation + sum;
				else
					reg_summation = sum;			
			end			
		end
	end
assign out_afd[WIDTH+7:3] = reg_summation;
assign out_afd[2:0] = 0;
endmodule
==> run.sh <==
#!/bin/bash
# OpenROAD 26Q1-2900-gdf79404cd8, Yosys 0.63+post, stock flow scripts
make -C /OpenROAD-flow-scripts/flow DESIGN_CONFIG=/design/flow/config.mk WORK_HOME=/design/flow/orfs finish
==> config.mk <==
export PLATFORM = sky130hd
export DESIGN_NAME = afd
export DESIGN_NICKNAME = afd
export VERILOG_FILES = /design/flow/design.v
export SDC_FILE = /design/flow/constraint.sdc
export NUM_CORES = 4
export LEC_CHECK = 1
export CORE_UTILIZATION = 30
==> constraint.sdc <==
current_design afd

set clk_period 8.1
set clk_io_pct 0.2

create_clock -name clk0 -period $clk_period [get_ports {clk}]

set non_clock_inputs [all_inputs -no_clocks]
set_input_delay [expr $clk_period * $clk_io_pct] -clock clk0 $non_clock_inputs
set_output_delay [expr $clk_period * $clk_io_pct] -clock clk0 [all_outputs]
==> reports/metrics.cfg <==
[outcome]
run_status=finished clean

[logic_synthesis]
top_cell_area_share_pct=24.0
syn_inst=458
async_reset_ff_share_pct=0
ys_seq_share_pct=24.0
synth_cell_types=50
ys.flop_type=dfxtp_1
yosys-stat-area_um2=3920
avgSynthCellArea_um2=8.55
largest_area_cell=dfxtp_1
top_cells_by_area=dfxtp_1 24%, ha_1 17%, mux2i_1 10%
netlist_area_um2=3920
yosysCellCount=458
ys_seq_elements=47
synth-edff-count=0
yosysWarningCount=1

[worst_setup_path]
rrSetupSlack_ns=3.06
arrival_ns=5.21
r2r_cells=19
r2r_start=reg_b1[1]
path_max_fanout=5
max_stage_delay_ns=0.46
r2r_end=reg_summation[11]
required_ns=8.28
endpoint_kind=flip-flop
slowest_stage=or3_1
path_cells=inv_1 -> fa_1 -> nand3_1 -> a211oi_1 -> or3_1 -> mux2_4 -> and2_0 -> a2111oi_1 -> ha_1 -> a2111oi_0 -> nor3_1 -> xor2_1 -> ha_1 -> a21oi_1 -> nand2_1 -> a211o_1 -> a31oi_1 -> or3_1 -> a21oi_1
start_kind=flip-flop
criticalPathCategory=reg2reg

[clock_tree]
cts-resized-gates=0
cts_tree=yes
cts_root_buffer=clkbuf_16
postCtsSetupBuffers=0
cts.clk_slew.worst_paths_ns=0.06
clockBufferDepth=2
cts.sinks=47
cts_hold_buf=0
cts_max_level=2
clk_latency_ns=0.29
cts_buffers=5

[final_timing]
slew_headroom_pct=54.3
tns_ns=0
setup_slack_ns=3.06
max_freq_ghz=0.199
slew_violations=0
setup_viol_count_final=0
fin_crit_ns=5.04
worst_clock_skew_ns=0.00418
period_used_pct=62.2
tightest_slew_ns=0.685
rsz0062_at_grt=false
hold_slack_ns=0.498
hold_viol=0

[power_and_ir_drop]
p_leak_uw=0.00207
power.density_nw_per_um2=266
ir_drop_mv=0.109
finalPower_uw=1260

[global_routing]
grt_pass1_vias=2830
grt-ovfl-total=0
track_usage_pct=12.2
antenna_found_initial=0
grt_pass1_wl_mm=13.2
grt_start_max_net_pins=46

[drt]
vias_per_cell=4.72
dr.pass1.iters=4
vias=3160
routed_wl_mm=7.97
wl_per_cell_um=11.9
ant_nets=0
drc=0
antennaDiodeCount=0
first_iter_violations=170

[job]
drv_cap=0
warnings=43

[place]
post-place-ws_ns=3.08
hpwl_mm=6.15
place_area_um2=4530
gp_congestion=0.920
portBuffers=48

[die]
design.core.area_um2=12700
placementRows=41
io_pins=52
dieWidth_um=116
die_h_um=116
initCoreUtil_pct=30.9
dieArea_um2=13500

[min_path]
hold_end=reg_summation[4]
hold_path_depth=2
hold_class=reg2reg
min_from=reg_summation[4]

[finish]
syn_to_final_growth_pct=20.5
layout_top_cells=53 x nor2_1, 53 x ha_1, 48 x inv_1
finalInstanceArea_um2=4720
layout-drive-gt1-share_pct=5.43

==> worst max-delay path by stage <==
stage	start	end	slack, ns
after CTS	reg_b1[1]	reg_summation[11]	3.05
after global routing	reg_b1[5]	reg_summation[11]	2.64
final	reg_b1[1]	reg_summation[11]	3.06
==> Yosys cell counts, types with 3 or more instances <==
library cell and number:
inv_1 48, o21bai_1 5, and2_1 3, a21oi_2 3
fa_1 6, o21ai_0 16, nor3_1 6, a2111oi_0 4
mux2_2 7, ha_1 53, a31oi_1 6, nand2_1 14
a211o_1 3, nand3_1 6, xnor2_1 14, o22ai_1 3
clkbuf_1 12, xor2_1 10, mux2i_1 41, dfxtp_1 47
and3_1 3, nor2_1 53, a21o_1 8, a21oi_1 31
or3_1 3, a211oi_1 10, buf_2 5, buf_4 4
nor2b_1 4
==> worst max-delay path, delay by kind of cell (launching register included) <==
kind	cells	cell delay [ns]
AOI/OAI and AO/OA	7	1.65
DFF	1	0.40
adders and majority gates	3	1.09
buffers and inverters	1	0.11
and+or+nand+nor	6	1.05
muxes	1	0.36
xor gates and xnor gates	1	0.25
==> power by group <==
part / switching (µW) / leakage [µW] / total [µW] / internal (µW)
sequential: 20.9 / 0.000387 / 272 / 251
combinational: 394 / 0.00160 / 721 / 327
clock: 85.4 / 0.0000911 / 262 / 177
total: 500 / 0.00207 / 1260 / 755
==> sequential cells by signal (all words and copies together), names as in the netlist <==
register,count
reg_en_IN,1
reg_b0,8
reg_a0,8
reg_acum_IN,1
reg_a1,8
reg_summation,13
reg_b1,8
==> layer usage <==
layer	vias up	global-route usage, %	routed length [µm]
met5	-	0	0
met4	0	1.37	113
met3	9	1.74	336
met2	59	19.6	3510
met1	1425	18.0	4010
li1	1667	-	-
==> layout make-up <==
| type | instances | area, µm² |
|---|---|---|
| Inverter | 48 | 180 |
| Multi-Input combinational cell | 344 | 2700 |
| Fill cell | 1259 | 7950 |
| Sequential cell | 47 | 941 |
| Tap cell | 172 | 215 |
| Timing Repair Buffer | 50 | 490 |
| Clock inverter | 2 | 60.1 |
| Clock buffer | 6 | 129 |
==> cell families after synthesis <==
kind of cell	synth area share [%]
flops	24.0
compound gates	17.6
mux	13.3
other cells	0.0958
buf+inv	7.16
simple gates	12.5
fa+ha+maj	20.0
xor+xnor	5.37
==> metrics by stage <==
stage | cells | util [%]
final | 669 | 37.2
after global routing | 669 | 37.2
after CTS | 669 | 37.2
after detailed placement | 661 | 35.7
after global placement | 661 | 35.7
after floorplan | 460 | -
Power and IR drop assume default switching activity.
